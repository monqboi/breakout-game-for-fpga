## run.sh

```bash
#!/bin/bash
# OpenROAD 26Q1-2900-gdf79404cd8, Yosys 0.63+post, stock flow scripts
make -C /OpenROAD-flow-scripts/flow DESIGN_CONFIG=/design/flow/config.mk WORK_HOME=/design/flow/orfs finish
```

## design.v

```verilog
module breakout_blocks (clk, reset, pix_x, pix_y, ball_x_r, ball_x_l, ball_y_t, ball_y_b, moveU, moveD, moveL, moveR, C0_count, C0_ON);
input clk, reset;
input [10:0] pix_x, pix_y, ball_x_r, ball_x_l, ball_y_t, ball_y_b;
output moveU, moveD, moveL, moveR;
output [5:0] C0_count;
output C0_ON;
reg moveU, moveD, moveL, moveR;
reg b0R, b0L, b0D;
reg b1R, b1L, b1U, b1D;
reg b2R, b2L, b2U, b2D;
reg b3R, b3L, b3U, b3D;
reg b4R, b4L, b4U, b4D;
reg b5R, b5L, b5U, b5D;
reg b6R, b6L, b6U, b6D;
reg b7R, b7L, b7U, b7D;
reg [7:0] blocks_C0;
initial blocks_C0 = 8'b11111111;
assign block_C0_R0 = ((4 <= pix_y) && (19 >= pix_y) && (9 <= pix_x) && (114 >= pix_x) && (blocks_C0[0] == 1));
assign block_C0_R1 = ((27 <= pix_y) && (42 >= pix_y) && (9 <= pix_x) && (114 >= pix_x) && (blocks_C0[1] == 1));
assign block_C0_R2 = ((50 <= pix_y) && (65 >= pix_y) && (9 <= pix_x) && (114 >= pix_x) && (blocks_C0[2] == 1));
assign block_C0_R3 = ((73 <= pix_y) && (88 >= pix_y) && (9 <= pix_x) && (114 >= pix_x) && (blocks_C0[3] == 1));
assign block_C0_R4 = ((96 <= pix_y) && (111 >= pix_y) && (9 <= pix_x) && (114 >= pix_x) && (blocks_C0[4] == 1));
assign block_C0_R5 = ((119 <= pix_y) && (134 >= pix_y) && (9 <= pix_x) && (114 >= pix_x) && (blocks_C0[5] == 1));
assign block_C0_R6 = ((142 <= pix_y) && (157 >= pix_y) && (9 <= pix_x) && (114 >= pix_x) && (blocks_C0[6] == 1));
assign block_C0_R7 = ((165 <= pix_y) && (180 >= pix_y) && (9 <= pix_x) && (114 >= pix_x) && (blocks_C0[7] == 1));
localparam right_border = 114;
localparam right_border_in = 111;
localparam left_border = 9;
localparam left_border_in = 12;
localparam right_ext = 121;
localparam left_ext = 2;
reg counter0, counter1, counter2, counter3, counter4, counter5, counter6, counter7;
always @(posedge clk)
	if (reset) begin
		blocks_C0 = 8'b11111111;
		counter0 = 0; counter1 = 0; counter2 = 0; counter3 = 0;
		counter4 = 0; counter5 = 0; counter6 = 0; counter7 = 0; 
	end
	else if (b0R || b0L || b0D) begin
		counter0 = 1;
		blocks_C0[0] = 0;
	end
	else if (b1R || b1L || b1U || b1D) begin
		counter1 = 1;
		blocks_C0[1] = 0;
	end
	else if (b2R || b2L || b2U || b2D) begin
		counter2 = 1;
		blocks_C0[2] = 0;
	end
	else if (b3R || b3L || b3U || b3D) begin
		counter3 = 1;
		blocks_C0[3] = 0;
	end
	else if (b4R || b4L || b4U || b4D) begin
		counter4 = 1;
		blocks_C0[4] = 0;
	end
	else if (b5R || b5L || b5U || b5D) begin
		counter5 = 1;
		blocks_C0[5] = 0;
	end
	else if (b6R || b6L || b6U || b6D) begin
		counter6 = 1;
		blocks_C0[6] = 0;
	end
	else if (b7R || b7L || b7U || b7D) begin
		counter7 = 1;
		blocks_C0[7] = 0;
	end
always @(posedge clk)
	if (b0R || b1R || b2R || b3R || b4R || b5R || b6R || b7R)
		moveR = 1;
	else
		moveR = 0;
always @(posedge clk)
	if (b0L || b1L || b2L || b3L || b4L || b5L || b6L || b7L)
		moveL = 1;
	else
		moveL = 0;
always @(posedge clk)
	if (b1U || b2U || b3U || b4U || b5U || b6U || b7U)
		moveU = 1;
	else
		moveU = 0;
always @(posedge clk)
	if (b0D || b1D || b2D || b3D || b4D || b5D || b6D || b7D)
		moveD = 1;
	else
		moveD = 0;
always @(posedge clk)
	if ((ball_x_l <= right_border) && (ball_x_l >= right_border_in) && (ball_y_t >= 0) && (ball_y_t <= 19) && (blocks_C0[0] == 1)) 
		b0R = 1;
	else if ((ball_x_l <= right_border) && (ball_x_l >= right_border_in) && (ball_y_b >= 27) && (ball_y_t <= 42) && (blocks_C0[1] == 1))
		b1R = 1;
	else if ((ball_x_l <= right_border) && (ball_x_l >= right_border_in) && (ball_y_b >= 50) && (ball_y_t <= 65) && (blocks_C0[2] == 1))
		b2R = 1;
	else if ((ball_x_l <= right_border) && (ball_x_l >= right_border_in) && (ball_y_b >= 73) && (ball_y_t <= 88) && (blocks_C0[3] == 1))
		b3R = 1;
	else if ((ball_x_l <= right_border) && (ball_x_l >= right_border_in) && (ball_y_b >= 96) && (ball_y_t <= 111) && (blocks_C0[4] == 1))
		b4R = 1;
	else if ((ball_x_l <= right_border) && (ball_x_l >= right_border_in) && (ball_y_b >= 119) && (ball_y_t <= 134) && (blocks_C0[5] == 1))
		b5R = 1;
	else if ((ball_x_l <= right_border) && (ball_x_l >= right_border_in) && (ball_y_b >= 142) && (ball_y_t <= 157) && (blocks_C0[6] == 1))
		b6R = 1;
	else if ((ball_x_l <= right_border) && (ball_x_l >= right_border_in) && (ball_y_b >= 165) && (ball_y_b <= 180) && (blocks_C0[7] == 1))
		b7R = 1;
	else 
		begin
			b0R = 0; b1R = 0; b2R = 0; b3R = 0; b4R = 0; b5R = 0; b6R = 0; b7R = 0;
		end			
always @(posedge clk)
	if ((ball_x_r <= left_border_in) && (ball_x_r >= left_border) && (ball_y_t >= 0) && (ball_y_t <= 19) && (blocks_C0[0] == 1)) 
		b0L = 1;
	else if ((ball_x_r <= left_border_in) && (ball_x_r >= left_border) && (ball_y_b >= 27) && (ball_y_t <= 42) && (blocks_C0[1] == 1))
		b1L = 1;
	else if ((ball_x_r <= left_border_in) && (ball_x_r >= left_border) && (ball_y_b >= 50) && (ball_y_t <= 65) && (blocks_C0[2] == 1))
		b2L = 1;
	else if ((ball_x_r <= left_border_in) && (ball_x_r >= left_border) && (ball_y_b >= 73) && (ball_y_t <= 88) && (blocks_C0[3] == 1))
		b3L = 1;
	else if ((ball_x_r <= left_border_in) && (ball_x_r >= left_border) && (ball_y_b >= 96) && (ball_y_t <= 111) && (blocks_C0[4] == 1))
		b4L = 1;
	else if ((ball_x_r <= left_border_in) && (ball_x_r >= left_border) && (ball_y_b >= 119) && (ball_y_t <= 134) && (blocks_C0[5] == 1))
		b5L = 1;
	else if ((ball_x_r <= left_border_in) && (ball_x_r >= left_border) && (ball_y_b >= 142) && (ball_y_t <= 157) && (blocks_C0[6] == 1))
		b6L = 1;
	else if ((ball_x_r <= left_border_in) && (ball_x_r >= left_border) && (ball_y_b >= 165) && (ball_y_b <= 180) && (blocks_C0[7] == 1))
		b7L = 1;
	else 
		begin
			b0L = 0; b1L = 0; b2L = 0; b3L = 0; b4L = 0; b5L = 0; b6L = 0; b7L = 0;
		end	
always @(posedge clk)
	if ((ball_x_r <= right_ext) && (ball_x_l >= left_ext) && (ball_y_t <= 19) && (ball_y_t >= 16) && (blocks_C0[0] == 1))
		b0D = 1;
	else if ((ball_x_r <= right_ext) && (ball_x_l >= left_ext) && (ball_y_t <= 42) && (ball_y_t >= 39) && (blocks_C0[1] == 1))
		b1D = 1;
	else if ((ball_x_r <= right_ext) && (ball_x_l >= left_ext) && (ball_y_t <= 65) && (ball_y_t >= 62) && (blocks_C0[2] == 1))
		b2D = 1;
	else if ((ball_x_r <= right_ext) && (ball_x_l >= left_ext) && (ball_y_t <= 88) && (ball_y_t >= 85) && (blocks_C0[3] == 1))
		b3D = 1;
	else if ((ball_x_r <= right_ext) && (ball_x_l >= left_ext) && (ball_y_t <= 111) && (ball_y_t >= 108) && (blocks_C0[4] == 1))
		b4D = 1;
	else if ((ball_x_r <= right_ext) && (ball_x_l >= left_ext) && (ball_y_t <= 134) && (ball_y_t >= 131) && (blocks_C0[5] == 1))
		b5D = 1;
	else if ((ball_x_r <= right_ext) && (ball_x_l >= left_ext) && (ball_y_t <= 157) && (ball_y_t >= 154) && (blocks_C0[6] == 1))
		b6D = 1;
	else if ((ball_x_r <= right_ext) && (ball_x_l >= left_ext) && (ball_y_t <= 180) && (ball_y_t >= 173) && (blocks_C0[7] == 1))
		b7D = 1;
	else 
		begin
			b0D = 0; b1D = 0; b2D = 0; b3D = 0; b4D = 0; b5D = 0; b6D = 0; b7D = 0;
		end	
always @(posedge clk)
	if ((ball_x_r <= right_ext) && (ball_x_l >= left_ext) && (ball_y_b >= 27) && (ball_y_b <= 30) && (blocks_C0[1] == 1))
		b1U = 1;
	else if ((ball_x_r <= right_ext) && (ball_x_l >= left_ext) && (ball_y_b >= 50) && (ball_y_b <= 53) && (blocks_C0[2] == 1))
		b2U = 1;
	else if ((ball_x_r <= right_ext) && (ball_x_l >= left_ext) && (ball_y_b >= 73) && (ball_y_b <= 76) && (blocks_C0[3] == 1))
		b3U = 1;
	else if ((ball_x_r <= right_ext) && (ball_x_l >= left_ext) && (ball_y_b >= 96) && (ball_y_b <= 99) && (blocks_C0[4] == 1))
		b4U = 1;
	else if ((ball_x_r <= right_ext) && (ball_x_l >= left_ext) && (ball_y_b >= 119) && (ball_y_b <= 122) && (blocks_C0[5] == 1))
		b5U = 1;
	else if ((ball_x_r <= right_ext) && (ball_x_l >= left_ext) && (ball_y_b >= 142) && (ball_y_b <= 145) && (blocks_C0[6] == 1))
		b6U = 1;
	else if ((ball_x_r <= right_ext) && (ball_x_l >= left_ext) && (ball_y_b >= 163) && (ball_y_b <= 166) && (blocks_C0[7] == 1))
		b7U = 1;
	else 
		begin
			b1U = 0; b2U = 0; b3U = 0; b4U = 0; b5U = 0; b6U = 0; b7U = 0; 
		end	
assign C0_ON = block_C0_R0 || block_C0_R1 || block_C0_R2 || block_C0_R3 || block_C0_R4 || block_C0_R5 || block_C0_R6 || block_C0_R7;
reg [3:0] C0_count_small;
always @(posedge clk) begin
		C0_count_small <= (counter0 + counter1 + counter2 + counter3 + counter4 + counter5 + counter6 + counter7);
end
reg [5:0] C0_count;
always @(posedge clk) begin
	C0_count <= C0_count_small;
end
endmodule
```

## config.mk

```make
export PLATFORM = sky130hd
export DESIGN_NAME = breakout_blocks
export DESIGN_NICKNAME = breakout_blocks
export VERILOG_FILES = /design/flow/design.v
export SDC_FILE = /design/flow/constraint.sdc
export NUM_CORES = 4
export LEC_CHECK = 1
export CORE_UTILIZATION = 40
```

## constraint.sdc

```tcl
current_design breakout_blocks

set clk_period 5.8
set clk_io_pct 0.2

create_clock -name clk0 -period $clk_period [get_ports {clk}]

set non_clock_inputs [all_inputs -no_clocks]
set_input_delay [expr $clk_period * $clk_io_pct] -clock clk0 $non_clock_inputs
set_output_delay [expr $clk_period * $clk_io_pct] -clock clk0 [all_outputs]
```

==> flow_summary.json <==
{
  "htree_levels": 3,
  "grt-ovfl-total": 0,
  "grt_pass1_vias": 3152,
  "first_pass_iters": 5,
  "intPower_mw": 0.7872,
  "worst_hold_startpoint": "C0_count_small[2]",
  "critPathKind": "input port to output port",
  "min_path_type": "register to register",
  "path_max_fanout": 12,
  "die_area_sq_mm": 0.009734,
  "grt_max_degree": 17,
  "synth_dominant_cell_count": "nor2_1",
  "maxCapViolations": 0,
  "setup_tns_ns": 0,
  "finalSetupViolCount": 0,
  "drt_iter0_markers": 179,
  "vias_per_cell": 5.809,
  "setup_slack_ns": 1.374,
  "yosys_cells": 438,
  "hold_viol": 0,
  "ant_nets": 0,
  "synth-async-reset-ratio_pct": 0,
  "layout.area.comb_sq_mm": 0.002112,
  "fp.coreArea_sq_mm": 0.008891,
  "fin_hold_ws_ns": 0.3285,
  "numCtsBuffers": 9,
  "peakVddDrop_mv": 0.1035,
  "yosysUniqueCellTypes": 68,
  "tool_warnings": 25,
  "fin_crit_ns": 4.426,
  "grt_use_total_pct": 20.79,
  "mux_area_share_pct": 0.8370,
  "post-place-ws_ns": 1.380,
  "ys_seq_elements": 59,
  "power_frac_seq_pct": 42.8,
  "grt_first_pass_wirelength_microns": 15480,
  "p_clk_share_pct": 44.0,
  "hold_depth": 0,
  "n_fill_cell": 808,
  "finalWirelength_microns": 9698,
  "worstMarginPinSlew_ns": 0.7464,
  "p_switching_mw": 0.2322,
  "antenna_found_initial": 0,
  "syn_avg_cell_area_sq_um": 8.533,
  "clock_sinks": 59,
  "synth-main-ff-cell": "dfxtp_1",
  "clock_skew_ns": 0.01213,
  "clk_pin_slew_ns": 0.07,
  "post-cts-setup-buffer-count": 0,
  "hpwl_microns": 7478,
  "clock-root-buffer": "clkbuf_8",
  "vias": 3567,
  "r2r_setup_slack_ns": 3.10,
  "xor_area_share_pct": 1.172,
  "drcViolationCount": 0,
  "ys_warn_count": 9,
  "netlist.area_leader.share_pct": 21.69,
  "yosys-stat-area_sq_mm": 0.003737,
  "power_density_mw_per_mm2": 213.8,
  "ios": 79,
  "syn_to_final_growth_pct": 27.55,
  "fp.dieH_microns": 98.66,
  "rsz0062_at_grt": "false",
  "p_leak_nw": 1.837,
  "numPortBuffers": 76,
  "initCoreUtil_pct": 42.03,
  "timing.rr.start": "counter0",
  "cp.arrival_ns": 3.27,
  "cts_tree": "yes",
  "slew_viol_final": 0,
  "placed_cells_incl_taps": 598,
  "die_x_microns": 98.66,
  "cts_resized": 0,
  "fa_ha_area_share_pct": 3.147,
  "synthCells": 438,
  "slew_headroom_pct": 50.06,
  "ys_top_cells_by_area": "edfxtp_1 (22%), dfxtp_1 (17%), nor2_1 (4.4%)",
  "status": "finished clean",
  "end_kind": "output port",
  "start_kind": "input port",
  "power_frac_comb_pct": 13.3,
  "largest_reg_flops": 8,
  "edf_count": 27,
  "synthesis.area_sq_mm": 0.003737,
  "seqCellArea_sq_mm": 0.001451,
  "logic_family": "simple AND/OR/NAND/NOR gates",
  "core.rowCount": 34,
  "cts_hold_buf": 0,
  "r2r-end": "C0_count_small[2]",
  "cp.required_ns": 4.64,
  "period_used_pct": 76.32,
  "drive_above_1_share_pct": 4.743,
  "wire_per_inst_microns": 15.79,
  "top_cells_by_count": "nor2_1 (44), nand2_1 (39), dfxtp_1 (32)",
  "diodes": 0,
  "fmax_ghz": 0.2259,
  "simple_gate_area_share_pct": 31.07,
  "clk_latency_ns": 0.34,
  "clock_path_buffers": 2,
  "min_to": "C0_count[2]",
  "final_cells": 614,
  "r2r_cells": 9,
  "ys_seq_share_pct": 38.83,
  "swShare_pct": 22.78,
  "gp_congestion": 0.9015,
  "post-synth-top-area-cell": "edfxtp_1",
  "synthAoiAreaFrac_pct": 20.09
}
-- stage by stage --
stage | power (mW) | util (%) | cell area, sq um
2_1_floorplan | 0.5130 | - | 3741
3_3_place_gp | 0.5779 | 50.91 | 4527
3_5_place_dp | 0.5784 | 50.91 | 4527
4_1_cts | 1.025 | 53.62 | 4767
5_1_grt | 1.059 | 53.62 | 4767
6_report | 1.019 | 53.62 | 4767
-- routing by layer --
metal / wire length (microns) / share of wire [%] / global-route usage, %
met1: 4406 / 45 / 31.60
met2: 4279 / 44 / 31.64
met3: 697 / 7.2 / 3.535
met4: 315 / 3.2 / 6.085
met5: 0 / 0 / 0
-- layout by cell type, fill, tap and decap left out, drive strengths merged, types with 5 or more instances in the layout --
cell type,netlist,layout
a31oi,7,7
nor3,11,11
nand4,12,12
o21ai,29,29
and2,11,11
a21oi,21,21
clkdlybuf4s50,0,76
inv,18,18
clkbuf,17,9
dfxtp,32,32
nor2b,6,6
nor4,20,20
nand2,39,39
o21a,5,5
or3,5,5
a21o,10,10
nor2,44,44
and3,6,6
o2111ai,6,6
nor3b,6,6
nand3,22,22
or4,7,7
edfxtp,27,27
-- final cells by class --
type	instances	area share [%]
multi-input cells	337	44.30
flip-flops and latches	59	30.45
repair buffers	76	15.96
well taps	108	2.835
clock buffers	9	2.598
clock inverters	7	2.441
inverters	18	1.417
-- how the worst max path moves through the flow --
stage	start	endpoint	slack, ns	cells after the start
CTS	pix_y[4]	C0_ON	1.37	7
global route	pix_y[4]	C0_ON	1.25	7
finish	pix_y[4]	C0_ON	1.37	7
-- cells by family (layout without fill, tap and decap cells) --
kind of cell,count (synthesis),count (layout)
and+or+nand+nor,209,209
AOI/OAI and AO/OA,111,111
DFF,59,59
buffers and inverters,43,110
adders and majority gates,7,7
xor gates and xnor gates,5,5
muxes,3,3
other,1,2
-- power by group through the flow --
| stage | Clock [mW] | Sequential, mW | Combinational (mW) |
|---|---|---|---|
| 5_1_grt | 0.474 | 0.436 | 0.148 |
| 6_report | 0.448 | 0.436 | 0.135 |
| 4_1_cts | 0.455 | 0.436 | 0.134 |
-- critical path, stage by stage --
cell and delay (ns):
clkdlybuf4s50_1 0.72, nor2b_1 0.22, o2111ai_1 0.13, a31o_2 0.27, a31oi_1 0.17, o31a_1 0.14, clkdlybuf4s50_1 0.46
Power figures rest on the tool's default switching activity, not on a simulated workload.
