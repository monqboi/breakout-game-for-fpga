==> design.v <==
module breakout_blocks_C1 (clk, reset, pix_x, pix_y, ball_x_r, ball_x_l, ball_y_t, ball_y_b, moveU, moveD, moveL, moveR, C1_count, C1_ON);
input clk, reset;
input [10:0] pix_x, pix_y, ball_x_r, ball_x_l, ball_y_t, ball_y_b;
output moveU, moveD, moveL, moveR;
output [5:0] C1_count; 
output C1_ON;
reg moveU, moveD, moveL, moveR;
reg b0R, b0L, b0D;
reg b1R, b1L, b1U, b1D;
reg b2R, b2L, b2U, b2D;
reg b3R, b3L, b3U, b3D;
reg b4R, b4L, b4U, b4D;
reg b5R, b5L, b5U, b5D;
reg b6R, b6L, b6U, b6D;
reg b7R, b7L, b7U, b7D;
reg [7:0] blocks_C1;
initial blocks_C1 = 8'b11111111;
assign block_C1_R0 = ((4 <= pix_y) && (19 >= pix_y) && (122 <= pix_x) && (227 >= pix_x) && (blocks_C1[0] == 1));
assign block_C1_R1 = ((27 <= pix_y) && (42 >= pix_y) && (122 <= pix_x) && (227 >= pix_x) && (blocks_C1[1] == 1));
assign block_C1_R2 = ((50 <= pix_y) && (65 >= pix_y) && (122 <= pix_x) && (227 >= pix_x) && (blocks_C1[2] == 1));
assign block_C1_R3 = ((73 <= pix_y) && (88 >= pix_y) && (122 <= pix_x) && (227 >= pix_x) && (blocks_C1[3] == 1));
assign block_C1_R4 = ((96 <= pix_y) && (111 >= pix_y) && (122 <= pix_x) && (227 >= pix_x) && (blocks_C1[4] == 1));
assign block_C1_R5 = ((119 <= pix_y) && (134 >= pix_y) && (122 <= pix_x) && (227 >= pix_x) && (blocks_C1[5] == 1));
assign block_C1_R6 = ((142 <= pix_y) && (157 >= pix_y) && (122 <= pix_x) && (227 >= pix_x) && (blocks_C1[6] == 1));
assign block_C1_R7 = ((165 <= pix_y) && (180 >= pix_y) && (122 <= pix_x) && (227 >= pix_x) && (blocks_C1[7] == 1));
localparam right_border = 227;
localparam right_border_in = 224;
localparam left_border = 122;
localparam left_border_in = 125;
localparam right_ext = 234;
localparam left_ext = 115;
reg counter0, counter1, counter2, counter3, counter4, counter5, counter6, counter7;
always @(posedge clk)
	if (reset) begin
		blocks_C1 = 8'b11111111;
		counter0 = 0; counter1 = 0; counter2 = 0; counter3 = 0;
		counter4 = 0; counter5 = 0; counter6 = 0; counter7 = 0; 
	end
	else if (b0R || b0L || b0D) begin
		counter0 = 1;
		blocks_C1[0] = 0;
	end
	else if (b1R || b1L || b1U || b1D) begin
		counter1 = 1;
		blocks_C1[1] = 0;
	end
	else if (b2R || b2L || b2U || b2D) begin
		counter2 = 1;
		blocks_C1[2] = 0;
	end
	else if (b3R || b3L || b3U || b3D) begin
		counter3 = 1;
		blocks_C1[3] = 0;
	end
	else if (b4R || b4L || b4U || b4D) begin
		counter4 = 1;
		blocks_C1[4] = 0;
	end
	else if (b5R || b5L || b5U || b5D) begin
		counter5 = 1;
		blocks_C1[5] = 0;
	end
	else if (b6R || b6L || b6U || b6D) begin
		counter6 = 1;
		blocks_C1[6] = 0;
	end
	else if (b7R || b7L || b7U || b7D) begin
		counter7 = 1;
		blocks_C1[7] = 0;
	end
always @(posedge clk)
	if (b0R || b1R || b2R || b3R || b4R || b5R || b6R || b7R)
		moveR = 1;
	else
		moveR = 0;
always @(posedge clk)
	if (b0L || b1L || b2L || b3L || b4L || b5L || b6L || b7L)
		moveL = 1;
	else
		moveL = 0;
always @(posedge clk)
	if (b1U || b2U || b3U || b4U || b5U || b6U || b7U)
		moveU = 1;
	else
		moveU = 0;
always @(posedge clk)
	if (b0D || b1D || b2D || b3D || b4D || b5D || b6D || b7D)
		moveD = 1;
	else
		moveD = 0;
always @(posedge clk)
	if ((ball_x_l <= right_border) && (ball_x_l >= right_border_in) && (ball_y_t >= 0) && (ball_y_t <= 19) && (blocks_C1[0] == 1)) 
		b0R = 1;
	else if ((ball_x_l <= right_border) && (ball_x_l >= right_border_in) && (ball_y_b >= 27) && (ball_y_t <= 42) && (blocks_C1[1] == 1))
		b1R = 1;
	else if ((ball_x_l <= right_border) && (ball_x_l >= right_border_in) && (ball_y_b >= 50) && (ball_y_t <= 65) && (blocks_C1[2] == 1))
		b2R = 1;
	else if ((ball_x_l <= right_border) && (ball_x_l >= right_border_in) && (ball_y_b >= 73) && (ball_y_t <= 88) && (blocks_C1[3] == 1))
		b3R = 1;
	else if ((ball_x_l <= right_border) && (ball_x_l >= right_border_in) && (ball_y_b >= 96) && (ball_y_t <= 111) && (blocks_C1[4] == 1))
		b4R = 1;
	else if ((ball_x_l <= right_border) && (ball_x_l >= right_border_in) && (ball_y_b >= 119) && (ball_y_t <= 134) && (blocks_C1[5] == 1))
		b5R = 1;
	else if ((ball_x_l <= right_border) && (ball_x_l >= right_border_in) && (ball_y_b >= 142) && (ball_y_t <= 157) && (blocks_C1[6] == 1))
		b6R = 1;
	else if ((ball_x_l <= right_border) && (ball_x_l >= right_border_in) && (ball_y_b >= 165) && (ball_y_b <= 180) && (blocks_C1[7] == 1))
		b7R = 1;
	else 
		begin
			b0R = 0; b1R = 0; b2R = 0; b3R = 0; b4R = 0; b5R = 0; b6R = 0; b7R = 0;
		end			
always @(posedge clk)
	if ((ball_x_r <= left_border_in) && (ball_x_r >= left_border) && (ball_y_t >= 0) && (ball_y_t <= 19) && (blocks_C1[0] == 1)) 
		b0L = 1;
	else if ((ball_x_r <= left_border_in) && (ball_x_r >= left_border) && (ball_y_b >= 27) && (ball_y_t <= 42) && (blocks_C1[1] == 1))
		b1L = 1;
	else if ((ball_x_r <= left_border_in) && (ball_x_r >= left_border) && (ball_y_b >= 50) && (ball_y_t <= 65) && (blocks_C1[2] == 1))
		b2L = 1;
	else if ((ball_x_r <= left_border_in) && (ball_x_r >= left_border) && (ball_y_b >= 73) && (ball_y_t <= 88) && (blocks_C1[3] == 1))
		b3L = 1;
	else if ((ball_x_r <= left_border_in) && (ball_x_r >= left_border) && (ball_y_b >= 96) && (ball_y_t <= 111) && (blocks_C1[4] == 1))
		b4L = 1;
	else if ((ball_x_r <= left_border_in) && (ball_x_r >= left_border) && (ball_y_b >= 119) && (ball_y_t <= 134) && (blocks_C1[5] == 1))
		b5L = 1;
	else if ((ball_x_r <= left_border_in) && (ball_x_r >= left_border) && (ball_y_b >= 142) && (ball_y_t <= 157) && (blocks_C1[6] == 1))
		b6L = 1;
	else if ((ball_x_r <= left_border_in) && (ball_x_r >= left_border) && (ball_y_b >= 165) && (ball_y_b <= 180) && (blocks_C1[7] == 1))
		b7L = 1;
	else 
		begin
			b0L = 0; b1L = 0; b2L = 0; b3L = 0; b4L = 0; b5L = 0; b6L = 0; b7L = 0;
		end	
always @(posedge clk)
	if ((ball_x_r <= right_ext) && (ball_x_l >= left_ext) && (ball_y_t <= 19) && (ball_y_t >= 16) && (blocks_C1[0] == 1))
		b0D = 1;
	else if ((ball_x_r <= right_ext) && (ball_x_l >= left_ext) && (ball_y_t <= 42) && (ball_y_t >= 39) && (blocks_C1[1] == 1))
		b1D = 1;
	else if ((ball_x_r <= right_ext) && (ball_x_l >= left_ext) && (ball_y_t <= 65) && (ball_y_t >= 62) && (blocks_C1[2] == 1))
		b2D = 1;
	else if ((ball_x_r <= right_ext) && (ball_x_l >= left_ext) && (ball_y_t <= 88) && (ball_y_t >= 85) && (blocks_C1[3] == 1))
		b3D = 1;
	else if ((ball_x_r <= right_ext) && (ball_x_l >= left_ext) && (ball_y_t <= 111) && (ball_y_t >= 108) && (blocks_C1[4] == 1))
		b4D = 1;
	else if ((ball_x_r <= right_ext) && (ball_x_l >= left_ext) && (ball_y_t <= 134) && (ball_y_t >= 131) && (blocks_C1[5] == 1))
		b5D = 1;
	else if ((ball_x_r <= right_ext) && (ball_x_l >= left_ext) && (ball_y_t <= 157) && (ball_y_t >= 154) && (blocks_C1[6] == 1))
		b6D = 1;
	else if ((ball_x_r <= right_ext) && (ball_x_l >= left_ext) && (ball_y_t <= 180) && (ball_y_t >= 173) && (blocks_C1[7] == 1))
		b7D = 1;
	else 
		begin
			b0D = 0; b1D = 0; b2D = 0; b3D = 0; b4D = 0; b5D = 0; b6D = 0; b7D = 0;
		end	
always @(posedge clk)
	if ((ball_x_r <= right_ext) && (ball_x_l >= left_ext) && (ball_y_b >= 27) && (ball_y_b <= 30) && (blocks_C1[1] == 1))
		b1U = 1;
	else if ((ball_x_r <= right_ext) && (ball_x_l >= left_ext) && (ball_y_b >= 50) && (ball_y_b <= 53) && (blocks_C1[2] == 1))
		b2U = 1;
	else if ((ball_x_r <= right_ext) && (ball_x_l >= left_ext) && (ball_y_b >= 73) && (ball_y_b <= 76) && (blocks_C1[3] == 1))
		b3U = 1;
	else if ((ball_x_r <= right_ext) && (ball_x_l >= left_ext) && (ball_y_b >= 96) && (ball_y_b <= 99) && (blocks_C1[4] == 1))
		b4U = 1;
	else if ((ball_x_r <= right_ext) && (ball_x_l >= left_ext) && (ball_y_b >= 119) && (ball_y_b <= 122) && (blocks_C1[5] == 1))
		b5U = 1;
	else if ((ball_x_r <= right_ext) && (ball_x_l >= left_ext) && (ball_y_b >= 142) && (ball_y_b <= 145) && (blocks_C1[6] == 1))
		b6U = 1;
	else if ((ball_x_r <= right_ext) && (ball_x_l >= left_ext) && (ball_y_b >= 163) && (ball_y_b <= 166) && (blocks_C1[7] == 1))
		b7U = 1;
	else 
		begin
			b1U = 0; b2U = 0; b3U = 0; b4U = 0; b5U = 0; b6U = 0; b7U = 0; 
		end	
assign C1_ON = block_C1_R0 || block_C1_R1 || block_C1_R2 || block_C1_R3 || block_C1_R4 || block_C1_R5 || block_C1_R6 || block_C1_R7;
reg [3:0] C1_count_small;
always @(posedge clk) begin
		C1_count_small <= (counter0 + counter1 + counter2 + counter3 + counter4 + counter5 + counter6 + counter7);
end
reg [5:0] C1_count;
always @(posedge clk) begin
	C1_count <= C1_count_small;
end
endmodule
==> run.sh <==
#!/bin/bash
# OpenROAD 26Q1-2900-gdf79404cd8, Yosys 0.63+post, stock flow scripts
make -C /OpenROAD-flow-scripts/flow DESIGN_CONFIG=/design/flow/config.mk WORK_HOME=/design/flow/orfs finish
==> config.mk <==
export PLATFORM = sky130hd
export DESIGN_NAME = breakout_blocks_C1
export DESIGN_NICKNAME = breakout_blocks_C1
export VERILOG_FILES = /design/flow/design.v
export SDC_FILE = /design/flow/constraint.sdc
export NUM_CORES = 4
export LEC_CHECK = 1
export CORE_UTILIZATION = 50
==> constraint.sdc <==
current_design breakout_blocks_C1

set clk_period 5.3
set clk_io_pct 0.2

create_clock -name clk0 -period $clk_period [get_ports {clk}]

set non_clock_inputs [all_inputs -no_clocks]
set_input_delay [expr $clk_period * $clk_io_pct] -clock clk0 $non_clock_inputs
set_output_delay [expr $clk_period * $clk_io_pct] -clock clk0 [all_outputs]
==> results.json <==
{
  "slew_viol_final": 0,
  "swShare_pct": 25.4,
  "hold_buffers": 0,
  "dpl.cell_count": 600,
  "log.warning_count": 27,
  "tritoncts": "yes",
  "fin_cells": 616,
  "min_path_cells": 0,
  "worst_ir_drop_vdd_v": 0.000101,
  "yosysCellCount": 447,
  "setup_ws_ns": 0.713,
  "grt_max_degree": 19,
  "power_frac_seq_pct": 45.5,
  "place_hpwl_mm": 7.88,
  "cts.sinks": 59,
  "grt_use_total_pct": 27.0,
  "cts_buffers": 9,
  "ys_seq_share_pct": 36.5,
  "fmax_mhz": 218,
  "r2r-start": "counter0",
  "worst_pin_slew_ns": 0.884,
  "finalCritPeriodShare_pct": 86.6,
  "postCtsSetupBuffers": 0,
  "start_kind": "primary input",
  "ys.flops": 59,
  "combPwrFrac_pct": 15.7,
  "cp_data_required_time_ns": 4.24,
  "vias": 3788,
  "ios": 79,
  "cp_max_fo": 11,
  "max-cap-violations": 0,
  "drive_above_1_share_pct": 7.20,
  "yosys_warnings": 9,
  "port_buffers": 75,
  "gp_congestion": 0.936,
  "first_pass_iters": 5,
  "fp_util_pct": 51.7,
  "diodes": 0,
  "antenna_found_initial": 0,
  "p_int_uw": 790,
  "grt_setup_unrepaired": "no",
  "p_clk_share_pct": 38.8,
  "syn_area_per_cell_um2": 8.89,
  "vias_per_cell": 6.15,
  "outcome": "complete, no violations",
  "synth_top_area_share_pct": 20.4,
  "dieHeight_um": 91.2,
  "synthCells": 447,
  "synth_cell_type_count": 80,
  "synthArstFlopShare_pct": 0,
  "power_density_nw_per_um2": 215,
  "clk_pin_slew_ns": 0.07,
  "skew_ns": 0.00808,
  "cts_buffer_depth": 2,
  "leakage_uw": 0.00183,
  "criticalPathCategory": "primary input to output pin",
  "whs_endpoint": "C1_count[1]",
  "ant_nets": 0,
  "core.rowCount": 32,
  "power_switching_uw": 268,
  "yosys_most_used_dff": "dfxtp_1",
  "min_from": "C1_count_small[1]",
  "r2r_setup_slack_ns": 2.60,
  "relSlewSlack_pct": 40.6,
  "yosys.area.top_type": "edfxtp_1",
  "end_kind": "output pin",
  "cts_resized": 0,
  "hold_viol": 0,
  "drc": 0,
  "drt-initial-drc-count": 225,
  "wl_per_cell_um": 16.5,
  "cts_root_buffer": "clkbuf_8",
  "hold_class": "register to register",
  "grt_pass1_wl_mm": 17.2,
  "worstSkewPairLatency_ns": 0.34,
  "setup-violations-final": 0,
  "overflow": 0,
  "ys_area_um2": 3970,
  "die_w_um": 91.2,
  "rr_endpoint": "C1_count_small[2]",
  "layout_min_cycle_time_ns": 4.59,
  "setup-tns-final_ns": 0,
  "die_area_um2": 8310,
  "synth-edff-count": 27,
  "routed_wl_mm": 10.2,
  "post-place-ws_ns": 0.724,
  "largest_reg_flops": 8,
  "synth_area_um2": 3970,
  "synthToLayoutAreaGrowth_pct": 24.0,
  "core_area_um2": 7690,
  "reg2regPathDepth": 9,
  "grt_pass1_vias": 3517,
  "cts_max_level": 3,
  "critPathArrivalTime_ns": 3.53,
  "ys_top_cells_by_area": "edfxtp_1, dfxtp_1, o21ai_0"
}
## cell type report
type                       instances  area, µm²
clock buffer                      10        138
fill                             643       2760
clock inverter                     6       63.8
timing repair buffer              76        758
multi-input combinational        340       2300
tap                              102        128
inverter                          23       86.3
sequential                        59       1450
## critical path: stages
cell	delay, ns
clkdlybuf4s50_1	0.56
or4b_1	0.55
mux2i_1	0.15
a32oi_1	0.07
or4_1	0.42
a41oi_1	0.23
clkdlybuf4s50_1	0.50
## logic make-up (layout without fill, tap and decap cells)
| group | count (synthesis) | in the layout | synth area share [%] |
|---|---|---|---|
| buffers and inverters | 49 | 115 | 5.60 |
| muxes | 2 | 2 | 0.504 |
| other | 1 | 2 | 0.0944 |
| adders and majority gates | 7 | 7 | 2.96 |
| xor gates and xnor gates | 6 | 6 | 1.32 |
| AOI/OAI and AO/OA | 132 | 132 | 25.1 |
| DFF | 59 | 59 | 36.5 |
| and+or+nand+nor | 191 | 191 | 27.9 |
## power by group through the flow
stage	Sequential, µW	Clock [µW]	Combinational [µW]
4_1_cts	481	417	165
5_1_grt	481	437	183
6_report	481	410	167
## metal layers
| metal | routed length (µm) | part of all wire (%) | track usage (%) | vias to the layer above |
|---|---|---|---|---|
| met1 | 4710 | 46 | 43.3 | 1732 |
| met4 | 179 | 1.8 | 3.97 | 0 |
| met5 | 0 | 0 | 0 | - |
| met3 | 912 | 9.0 | 5.95 | 16 |
| li1 | - | - | - | 1840 |
| met2 | 4350 | 43 | 39.8 | 200 |
## worst max path at each step
stage / startpoint / end / slack [ns] / depth (start not counted)
CTS: pix_y[5] / C1_ON / 0.71 / 7
global route: pix_y[5] / C1_ON / 0.58 / 7
finish: pix_y[5] / C1_ON / 0.71 / 7
## stage by stage
stage | hold WS (ns) | area, µm² | total power, µW | util [%]
6_report | 0.322 | 4930 | 1060 | 64.1
5_1_grt | 0.334 | 4930 | 1100 | 64.1
4_1_cts | 0.325 | 4930 | 1060 | 64.1
3_5_place_dp | 0.312 | 4730 | 655 | 61.5
3_3_place_gp | 0.313 | 4730 | 654 | 61.5
2_1_floorplan | 0.310 | 3980 | 580 | -
## layout by cell type, fill, tap and decap left out, types with 3 or more instances in the layout
cell type and count:
clkdlybuf4s50_1 75, dfxtp_1 32, nor2_1 32, nand2_1 29, o21ai_0 29, edfxtp_1 27, a21oi_1 24, inv_1 23
nor4_1 19, nor3_1 17, nand3_1 14, clkbuf_8 10, or3_1 9, a21o_1 9, o21ai_1 9, nand2b_1 9
nand4_1 8, o31ai_1 8, and3_1 8, nand4b_1 7, xnor2_1 6, nand3b_1 5, a31oi_1 5, or4_1 5
and2_1 4, o211ai_1 4, fa_1 4, and4_1 3, nor4b_1 3, a211oi_1 3, nor2b_1 3, or4_4 3
o2111a_1 3, a32oi_1 3, ha_1 3
## synthesized netlist by cell type, types with 3 or more instances
library cell,number
a211oi_1,3
a21o_1,9
a21oi_1,24
a31oi_1,5
a32oi_1,3
and2_1,4
and3_1,8
and4_1,3
buf_2,12
clkbuf_1,8
dfxtp_1,32
edfxtp_1,27
fa_1,4
ha_1,3
inv_1,23
nand2_1,29
nand2b_1,9
nand3_1,14
nand3b_1,5
nand4_1,8
nand4b_1,7
nor2_1,32
nor2b_1,3
nor3_1,17
nor4_1,19
nor4b_1,3
o2111a_1,3
o211ai_1,4
o21ai_0,29
o21ai_1,9
o31ai_1,8
or3_1,9
or4_1,5
or4_4,3
xnor2_1,6
Power and IR drop assume default switching activity.
